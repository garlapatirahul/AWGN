==> /design/flow/config.mk <==
export PLATFORM = sky130hd
export DESIGN_NAME = square_root_coeff
export DESIGN_NICKNAME = square_root_coeff
export VERILOG_FILES = /design/flow/design.v
export SDC_FILE = /design/flow/constraint.sdc
export NUM_CORES = 4
export LEC_CHECK = 1
export CORE_UTILIZATION = 30
==> /design/flow/constraint.sdc <==
current_design square_root_coeff

set clk_period 3.1
set clk_io_pct 0.2

create_clock -name clk0 -period $clk_period [get_ports {clk}]

set non_clock_inputs [all_inputs -no_clocks]
set_input_delay [expr $clk_period * $clk_io_pct] -clock clk0 $non_clock_inputs
set_output_delay [expr $clk_period * $clk_io_pct] -clock clk0 [all_outputs]
==> /design/flow/design.v <==
module square_root_coeff (
    input clk,                     
    input [5:0] addr,              
    output reg [19:0] c0,          
    output reg [11:0] c1,          
);
reg [30:0] d;     
always @ (*) begin
    case (addr)
        8'd0  : d = 32'b1100110111110001110_011110000000;
        8'd1  : d = 32'b1101001011111011001_111011110011;
        8'd2  : d = 32'b0101010111101101110_010101000000;
        8'd3  : d = 32'b1101011101111111001_111111010011;
        8'd4  : d = 32'b0101100101100100010_101110011100;
        8'd5  : d = 32'b1101111010111110111_101000001100;
        8'd6  : d = 32'b1110001001011101011_011011010011;
        8'd7  : d = 32'b1110010011110011100_101101011001;
        8'd8  : d = 32'b0101111110110101010_011001000110;
        8'd9  : d = 32'b1110010010111100001_111010111011;
        8'd10 : d = 32'b0110100000101110001_000111111000;
        8'd11 : d = 32'b0110101010110001001_101100100011;
        8'd12 : d = 32'b0110001111001100101_111001100011;
        8'd13 : d = 32'b1110100001110101001_111010010101;
        8'd14 : d = 32'b0110101110100111010_011010000101;
        8'd15 : d = 32'b1110110111111100110_001011001010;
        8'd16 : d = 32'b0110011010110100101_100100110110;
        8'd17 : d = 32'b0110101100001001100_111111010010;
        8'd18 : d = 32'b0110111000000001000_101110011111;
        8'd19 : d = 32'b11111000000101011011_101001101001;
        8'd20 : d = 32'b00110100011100101111_011100100011;
        8'd21 : d = 32'b00110110011110011100_001100101001;
        8'd22 : d = 32'b10110111110111000110_001000110100;
        8'd23 : d = 32'b00111000110111101101_001100011100;
        8'd24 : d = 32'b10110101010011111110_011110111110;
        8'd25 : d = 32'b00110111001110000100_100001100011;
        8'd26 : d = 32'b00111000100001011001_101000110010;
        8'd27 : d = 32'b11111001011110000001_110011100100;
        8'd28 : d = 32'b01110110000000110101_101010001000;
        8'd29 : d = 32'b11110111110100011001_111100101010;
        8'd30 : d = 32'b11111001000011001010_001101011010;
        8'd31 : d = 32'b10111001111100011001_011110010110;
        8'd32 : d = 32'b01110110100110001001_111100010101;
        8'd33 : d = 32'b11111000010100000101_011100110010;
        8'd34 : d = 32'b10111001011110111001_110101110100;
        8'd35 : d = 32'b11111010010101001100_001100000110;
        8'd36 : d = 32'b00110111000101110100_010100010001;
        8'd37 : d = 32'b01111000101110110010_000000111110;
        8'd38 : d = 32'b10111001110110001010_100001010001;
        8'd39 : d = 32'b10111010101001111011_111100001111;
        8'd40 : d = 32'b00110111100001000101_110000110111;
        8'd41 : d = 32'b11111001000101101101_101000011110;
        8'd42 : d = 32'b11111010001010000011_001111001101;
        8'd43 : d = 32'b00111010111011100011_101110010101;
        8'd44 : d = 32'b01110111111000111001_010001010110;
        8'd45 : d = 32'b00111001011001101000_010010101101;
        8'd46 : d = 32'b01111010011011010001_111111001101;
        8'd47 : d = 32'b11111011001010110011_100010000001;
        8'd48 : d = 32'b01111000001101111010_110101000100;
        8'd49 : d = 32'b11111001101011001001_111111001110;
        8'd50 : d = 32'b00111010101010011000_110000111001;
        8'd51 : d = 32'b11111011011000001000_010111000010;
        8'd52 : d = 32'b11111000100000100111_011011100010;
        8'd53 : d = 32'b11111001111010101101_101101101001;
        8'd54 : d = 32'b01111010110111110001_100100000001;
        8'd55 : d = 32'b01111011100011111010_001101001010;
        8'd56 : d = 32'b10111000110001011010_000100010101;
        8'd57 : d = 32'b00111010001000101001_011101101101;
        8'd58 : d = 32'b00111011000011101110_011000010110;
        8'd59 : d = 32'b10111011101110011011_000100001110;
        8'd60 : d = 32'b11111001000000100110_101111001000;
        8'd61 : d = 32'b01111010010101001110_001111001011;
        8'd62 : d = 32'b01111011001110100000_001101101110;
        8'd63 : d = 32'b11111011110111111001_111100000110;
        default: d = 31'd0;
    endcase
end
always @ (posedge clk) begin
    c0 <= d[31:12];
    c1 <= d[11:0];
end
endmodule
==> /design/flow/run.sh <==
#!/bin/bash
# OpenROAD 26Q1-2900-gdf79404cd8, Yosys 0.63+post, stock flow scripts
make -C /OpenROAD-flow-scripts/flow DESIGN_CONFIG=/design/flow/config.mk WORK_HOME=/design/flow/orfs finish
==> notes.md <==
run results: global route overflow=0, sequential power share=29.5%, Die Y=112 um, hold violation count in the final report=0, critical path peak fanout=22, Startpoint Class=input port, global-route wire length before repair=21.7 mm, slowest CP cell=clkdlybuf4s50_1, combinational fraction of design power=38.3%, drt wl/cell=22.0 um, Top area cell types=dfxtp_1 17%, ha_1 7.3%, mux4_2 6.2%, a21oi_1 5.4%, o21ai_0 4.4%, Worst EP required=3.33 ns, Resized cells post-CTS=0, Total GRT Usage=22.8%, Worst path max stage delay=0.50 ns, Syn Area/Cell=7.69 um2, core box area=0.0116 mm2, flops & latches, synth=30, Die Size=0.0125 mm2, Slew headroom=49.8%, Setup TNS Final=0 ns, Peak supply drop=0.000168 V, via count=4,021, vias in the first global route=3,791, initial DRC count=490, Final WS setup=0.401 ns, area leader, netlist=dfxtp_1, post-route ant nets=0, flip-flops with a built-in enable=0, yosys cell count=469, CP delay by family, top=buffers and inverters, register share after synthesis=16.7%, share of cells above drive strength 1=12.1%, Crit Path Class=input port to register, floorplan row count=39, max-slew violation count=0, Place WS=0.166 ns, maxcap violations=0, largest net degree at the start of global routing=78, diode count=0, Post-synth top cells=39 x a21oi_1, 32 x o21ai_0, 30 x dfxtp_1, 27 x nand2_1, 27 x nor2_1, CTS tree=yes, setup violators final=0, most frequent CP cell=or3_1, Leakage=1.59 nW, f_max=0.371 GHz, Util after Layout=36.0%, status=finished with violations, switch share=33.6%, clock root buffer=clkbuf_16, worst path bufs/invs=3, CTS H-tree depth=2, YS chip area=0.00361 mm2, Synth top area share=16.7%, pwr/cell area=368 mW/mm2, hpwl dp=9.39 mm, Commonest flop=dfxtp_1, Layout Cells excl Fill=623, stage-log warning count=43, CP arrival=2.92 ns, Net Switching=515 uW, Async SR Flop Fraction=0%, clock power share=32.2%, hold_buf cts=0, Worst-Margin Slew=0.752 ns, Clock Tree Buf Depth=2, distinct lib cells=67, Min-Delay Path Class=input port to register, Final Wtd Congestion=0.999, CP endpoint kind=register, Gate Count Post-Synth=469, failing checks=design-rule violations, crit-path cells=clkdlybuf4s50_1, inv_2, ha_1, buf_4, nor2_1, or3_1, a311oi_1, or3_1, DRC=4, top-count cell post-synth=a21oi_1, Setup Fix Bufs, Post-CTS=0, Period Utilization, post-route=87.1%, min Tclk post-route=2.70 ns, drt pass-1 iters=48, Inst Count DP=617, initial antenna violation count=0, Core Util at FP=31.2%, clock sink total=30, unrepaired setup endpoints after global routing=false, cts bufs inserted=5, Die Width=112 um, Post-Synthesis Cell Area=0.00361 mm2, I/O pins=39, yosys warning tally=2, internal cell power=1.02 mW, Worst-path clk slew=0.05 ns, Detailed Route WL=13.7 mm, port buffer count=36, vias per std cell=6.45, Area Growth Syn to Fin=15.4%
layer usage:
metal	vias up	GRT usage (%)	wire, um
li1	1786	-	-
met1	1881	31.4	5450
met2	304	33.1	5900
met3	50	8.70	1890
met4	0	7.21	450
met5	-	0	0
cell usage in the layout, fill, tap and decap left out, types with 3 or more instances in the layout:
| cell type | count |
|---|---|
| nand3b_1 | 3 |
| o311ai_0 | 5 |
| a21oi_1 | 39 |
| or2_2 | 4 |
| nand2b_1 | 24 |
| o31ai_1 | 6 |
| mux4_2 | 10 |
| a21o_1 | 3 |
| nor2b_1 | 19 |
| a211oi_1 | 9 |
| nand2_1 | 27 |
| o21ai_0 | 32 |
| nand3_1 | 11 |
| o211ai_1 | 12 |
| inv_2 | 3 |
| clkbuf_16 | 5 |
| nor3_1 | 13 |
| a31oi_1 | 14 |
| dfxtp_1 | 30 |
| inv_1 | 5 |
| a32oi_1 | 3 |
| o22ai_1 | 3 |
| and2_1 | 3 |
| o311a_1 | 3 |
| a221oi_1 | 3 |
| ha_1 | 21 |
| a311oi_1 | 7 |
| mux2i_1 | 12 |
| and3_1 | 3 |
| clkdlybuf4s50_1 | 33 |
| buf_4 | 27 |
| nor2_1 | 27 |
| a211o_1 | 4 |
| a221o_1 | 4 |
| o221ai_1 | 4 |
| or3_1 | 5 |
power groups by stage:
stage	logic, mW	registers [mW]	clock network (mW)
6_report	0.587	0.451	0.493
5_1_grt	0.632	0.457	0.520
4_1_cts	0.573	0.452	0.504
worst paths after layout:
check	endpoint	slack (ns)	start	cells after the start
min	c1[0]	0.87	addr[5]	3
max	c1[0]	0.40	addr[1]	8
final cells by class:
type	count	area (um2)
Fill cell	1195	7400
Multi-Input combinational cell	371	2630
Sequential cell	30	601
Timing Repair Buffer	64	583
Tap cell	143	179
Clock buffer	6	139
Inverter	9	33.8
metrics by stage:
| step | hold WS [ns] | power [mW] | area (um2) |
|---|---|---|---|
| 3_3_place_gp | 1.18 | 1.03 | 4020 |
| 5_1_grt | 0.941 | 1.61 | 4160 |
| 4_1_cts | 0.873 | 1.53 | 4160 |
| 2_1_floorplan | 0.878 | 0.804 | 3610 |
| 3_5_place_dp | 1.16 | 1.03 | 4020 |
| 6_report | 0.872 | 1.53 | 4160 |
cell families (layout without fill, tap and decap cells):
family          Yosys count  count (layout)  synth area share [%]
fa+ha+maj                21              21                  7.29
other cells               2               2                 0.208
compound gates          172             172                  32.7
simple gates            149             149                  21.8
buf+inv                  68              79                  10.5
mux                      24              24                  10.2
xor+xnor                  3               3                 0.729
flops                    30              30                  16.7
tightest hold or removal path, delay by kind of cell:
| kind | cells | cell delay [ns] |
|---|---|---|
| buffers and inverters | 1 | 0.20 |
| and+or+nand+nor | 2 | 0.30 |
sequential cells by signal (all words and copies together), names as in the netlist:
register and cells:
c0 18, c1 12
Power is estimated from default activity; no workload was simulated.
