==> flow/design.v <==
module gng_lzd (
    input [47:0] data_in,         
    output [5:0] data_out         
);
wire [63:0] d;
wire p1 [31:0];
wire [31:0] v1;
wire [1:0] p2 [15:0];
wire [15:0] v2;
wire [2:0] p3 [7:0];
wire [7:0] v3;
wire [3:0] p4 [3:0];
wire [3:0] v4;
wire [4:0] p5 [1:0];
wire [1:0] v5;
wire [5:0] p6;
assign d = {data_in, 16'b1111111111111111};     
assign p1[0 ] = ~d[1 ];
assign p1[1 ] = ~d[3 ];
assign p1[2 ] = ~d[5 ];
assign p1[3 ] = ~d[7 ];
assign p1[4 ] = ~d[9 ];
assign p1[5 ] = ~d[11];
assign p1[6 ] = ~d[13];
assign p1[7 ] = ~d[15];
assign p1[8 ] = ~d[17];
assign p1[9 ] = ~d[19];
assign p1[10] = ~d[21];
assign p1[11] = ~d[23];
assign p1[12] = ~d[25];
assign p1[13] = ~d[27];
assign p1[14] = ~d[29];
assign p1[15] = ~d[31];
assign p1[16] = ~d[33];
assign p1[17] = ~d[35];
assign p1[18] = ~d[37];
assign p1[19] = ~d[39];
assign p1[20] = ~d[41];
assign p1[21] = ~d[43];
assign p1[22] = ~d[45];
assign p1[23] = ~d[47];
assign p1[24] = ~d[49];
assign p1[25] = ~d[51];
assign p1[26] = ~d[53];
assign p1[27] = ~d[55];
assign p1[28] = ~d[57];
assign p1[29] = ~d[59];
assign p1[30] = ~d[61];
assign p1[31] = ~d[63];
assign v1[0 ] = d[0 ] | d[1 ];
assign v1[1 ] = d[2 ] | d[3 ];
assign v1[2 ] = d[4 ] | d[5 ];
assign v1[3 ] = d[6 ] | d[7 ];
assign v1[4 ] = d[8 ] | d[9 ];
assign v1[5 ] = d[10] | d[11];
assign v1[6 ] = d[12] | d[13];
assign v1[7 ] = d[14] | d[15];
assign v1[8 ] = d[16] | d[17];
assign v1[9 ] = d[18] | d[19];
assign v1[10] = d[20] | d[21];
assign v1[11] = d[22] | d[23];
assign v1[12] = d[24] | d[25];
assign v1[13] = d[26] | d[27];
assign v1[14] = d[28] | d[29];
assign v1[15] = d[30] | d[31];
assign v1[16] = d[32] | d[33];
assign v1[17] = d[34] | d[35];
assign v1[18] = d[36] | d[37];
assign v1[19] = d[38] | d[39];
assign v1[20] = d[40] | d[41];
assign v1[21] = d[42] | d[43];
assign v1[22] = d[44] | d[45];
assign v1[23] = d[46] | d[47];
assign v1[24] = d[48] | d[49];
assign v1[25] = d[50] | d[51];
assign v1[26] = d[52] | d[53];
assign v1[27] = d[54] | d[55];
assign v1[28] = d[56] | d[57];
assign v1[29] = d[58] | d[59];
assign v1[30] = d[60] | d[61];
assign v1[31] = d[62] | d[63];
assign p2[0 ] = {~v1[1 ], (v1[1 ] ? p1[1 ] : p1[0 ])};
assign p2[1 ] = {~v1[3 ], (v1[3 ] ? p1[3 ] : p1[2 ])};
assign p2[2 ] = {~v1[5 ], (v1[5 ] ? p1[5 ] : p1[4 ])};
assign p2[3 ] = {~v1[7 ], (v1[7 ] ? p1[7 ] : p1[6 ])};
assign p2[4 ] = {~v1[9 ], (v1[9 ] ? p1[9 ] : p1[8 ])};
assign p2[5 ] = {~v1[11], (v1[11] ? p1[11] : p1[10])};
assign p2[6 ] = {~v1[13], (v1[13] ? p1[13] : p1[12])};
assign p2[7 ] = {~v1[15], (v1[15] ? p1[15] : p1[14])};
assign p2[8 ] = {~v1[17], (v1[17] ? p1[17] : p1[16])};
assign p2[9 ] = {~v1[19], (v1[19] ? p1[19] : p1[18])};
assign p2[10] = {~v1[21], (v1[21] ? p1[21] : p1[20])};
assign p2[11] = {~v1[23], (v1[23] ? p1[23] : p1[22])};
assign p2[12] = {~v1[25], (v1[25] ? p1[25] : p1[24])};
assign p2[13] = {~v1[27], (v1[27] ? p1[27] : p1[26])};
assign p2[14] = {~v1[29], (v1[29] ? p1[29] : p1[28])};
assign p2[15] = {~v1[31], (v1[31] ? p1[31] : p1[30])};
assign v2[0 ] = v1[1 ] | v1[0 ];
assign v2[1 ] = v1[3 ] | v1[2 ];
assign v2[2 ] = v1[5 ] | v1[4 ];
assign v2[3 ] = v1[7 ] | v1[6 ];
assign v2[4 ] = v1[9 ] | v1[8 ];
assign v2[5 ] = v1[11] | v1[10];
assign v2[6 ] = v1[13] | v1[12];
assign v2[7 ] = v1[15] | v1[14];
assign v2[8 ] = v1[17] | v1[16];
assign v2[9 ] = v1[19] | v1[18];
assign v2[10] = v1[21] | v1[20];
assign v2[11] = v1[23] | v1[22];
assign v2[12] = v1[25] | v1[24];
assign v2[13] = v1[27] | v1[26];
assign v2[14] = v1[29] | v1[28];
assign v2[15] = v1[31] | v1[30];
assign p3[0] = {~v2[1 ], (v2[1 ] ? p2[1 ] : p2[0 ])};
assign p3[1] = {~v2[3 ], (v2[3 ] ? p2[3 ] : p2[2 ])};
assign p3[2] = {~v2[5 ], (v2[5 ] ? p2[5 ] : p2[4 ])};
assign p3[3] = {~v2[7 ], (v2[7 ] ? p2[7 ] : p2[6 ])};
assign p3[4] = {~v2[9 ], (v2[9 ] ? p2[9 ] : p2[8 ])};
assign p3[5] = {~v2[11], (v2[11] ? p2[11] : p2[10])};
assign p3[6] = {~v2[13], (v2[13] ? p2[13] : p2[12])};
assign p3[7] = {~v2[15], (v2[15] ? p2[15] : p2[14])};
assign v3[0] = v2[1 ] | v2[0 ];
assign v3[1] = v2[3 ] | v2[2 ];
assign v3[2] = v2[5 ] | v2[4 ];
assign v3[3] = v2[7 ] | v2[6 ];
assign v3[4] = v2[9 ] | v2[8 ];
assign v3[5] = v2[11] | v2[10];
assign v3[6] = v2[13] | v2[12];
assign v3[7] = v2[15] | v2[14];
assign p4[0] = {~v3[1], (v3[1] ? p3[1] : p3[0])};
assign p4[1] = {~v3[3], (v3[3] ? p3[3] : p3[2])};
assign p4[2] = {~v3[5], (v3[5] ? p3[5] : p3[4])};
assign p4[3] = {~v3[7], (v3[7] ? p3[7] : p3[6])};
assign v4[0] = v3[1] | v3[0];
assign v4[1] = v3[3] | v3[2];
assign v4[2] = v3[5] | v3[4];
assign v4[3] = v3[7] | v3[6];
assign p5[0] = {~v4[1], (v4[1] ? p4[1] : p4[0])};
assign p5[1] = {~v4[3], (v4[3] ? p4[3] : p4[2])};
assign v5[0] = v4[1] | v4[0];
assign v5[1] = v4[3] | v4[2];
assign p6 = {~v5[1], (v5[1] ? p5[1] : p5[0])};
assign data_out = p6;
endmodule
==> flow/run.sh <==
#!/bin/bash
# OpenROAD 26Q1-2900-gdf79404cd8, Yosys 0.63+post, stock flow scripts
make -C /OpenROAD-flow-scripts/flow DESIGN_CONFIG=/design/flow/config.mk WORK_HOME=/design/flow/orfs finish
==> flow/config.mk <==
export PLATFORM = sky130hd
export DESIGN_NAME = gng_lzd
export DESIGN_NICKNAME = gng_lzd
export VERILOG_FILES = /design/flow/design.v
export SDC_FILE = /design/flow/constraint.sdc
export NUM_CORES = 4
export LEC_CHECK = 1
export CORE_AREA = 10 10 70 70
export DIE_AREA = 0 0 80 80
==> flow/constraint.sdc <==
current_design gng_lzd

set clk_period 6.7
set clk_io_pct 0.2

create_clock -name clk0 -period $clk_period

set non_clock_inputs [all_inputs -no_clocks]
set_input_delay [expr $clk_period * $clk_io_pct] -clock clk0 $non_clock_inputs
set_output_delay [expr $clk_period * $clk_io_pct] -clock clk0 [all_outputs]
==> qor.csv <==
metric,value,unit
Tool Warnings,32,
hold slack final,3.76,ns
post-synth top area cell,nor2_1,
vias in the first global route,852,
final core occ,33.0,%
drt total wl,2.57,mm
final RePlAce weighted congestion,0.841,
yosys stat chip area,531,sq um
startpoint types,primary input,
# rows,21,
Slew headroom,61.5,%
core area,3420,sq um
slew of the pin with the lowest slew margin,0.572,ns
register area,0,sq um
# DRC,0,
post-CTS sizing,0,
die outline width,80,microns
top post-synthesis cells by count,"nor2_1 (18), a21oi_1 (11), inv_1 (10)",
First-pass DRT Iterations,4,
GRT Total Usage,7.57,%
drt wl/cell,13.7,microns
fp_density,15.5,%
WP data arrival,3.87,ns
most common cell in the netlist,nor2_1,
starting DRC count in detailed routing,28,
area of the multi-input gates,493,sq um
DP HPWL,2.34,mm
setup_tns,0,ns
Unique cell types,28,
vertical die size,80,microns
IO buf count,54,
Post-Syn Area,531,sq um
Post-CTS Hold Fix Bufs,0,
RSZ-0062 raised after global routing,false,
post-place setup slack,1.44,ns
Via-to-Cell Ratio,4.57,
number of clock buffers in the layout,0,
Synth area leaders,"nor2_1 (13%), a21oi_1 (10%), nor4_1 (8.3%)",
post-synthesis cell count,88,
Avg Inst Size Synth,6.03,sq um
final setup fails,0,
status,completed,
vias after detailed routing,859,
kind of critical path,in -> out,
max-slew violations,0,
post-CTS setup buffers,0,
P&R area growth vs syn,113,%
critical-path maximum fanout,5,
VDD IR max,0.0144,mV
I/O pin total,54,
Worst Setup SP,data_in[15],
initial antenna violation count,0,
die area,6400,sq um
Power Dens Cells,45.7,nW/um^2
final instance area,1130,sq um
# Max-Cap Violations,0,
post-route ant nets,0,
top area contributor share,12.7,%
worst hold-check path type,in -> out,
Layout fillers,372,
leakage power,0.378,nW
final hold violation count,0,
Placement Cell Area,1130,sq um
GR Overflow Total,0,
setup ws final,1.49,ns
largest net degree at the start of global routing,7,
layout cells sized above 1,3.52,%
Flops,0,
crit path time final,5.21,ns
fin crit share,77.7,%
antenna diode count,0,
Yosys warning total,1,
cell count in the Yosys report,88,
Critical Path Sink,data_out[0],
WP data required,5.36,ns
fmax,192,MHz
Crit. End Element,output pin,
Synth Seq Share,0,%
global-route wire length before repair,4.02,mm
==> stage by stage <==
step / power [W] / instances
4_1_cts: 0.0000518 / 188
3_3_place_gp: 0.0000510 / 188
3_5_place_dp: 0.0000516 / 188
5_1_grt: 0.0000561 / 188
6_report: 0.0000516 / 188
2_1_floorplan: 0.0000121 / 88
==> power breakdown <==
group	leakage, nW	internal (W)	switching (W)
sequential	0	0	0
combinational	0.378	0.0000336	0.0000180
clock	0	0	0
total	0.378	0.0000336	0.0000180
==> worst max-delay path, cell delays in order <==
cell and delay (ns):
clkdlybuf4s50_1 0.46, or4_1 0.58, a211oi_2 0.20, a31oi_1 0.11, a2111oi_1 0.45, o221a_1 0.24, clkdlybuf4s50_1 0.48
==> layout make-up <==
class                      count  share of cell area (%)
inverter                      10                    3.33
timing repair buffer          54                    47.9
tap                           46                    5.10
multi-input combinational     78                    43.7
==> kinds of logic (layout without fill, tap and decap cells) <==
logic type	after synthesis	after routing	share of synthesized area [%]
AND-OR/OR-AND	33	33	44.3
AND/OR/NAND/NOR	45	45	48.6
buffers and inverters	10	64	7.08
==> worst min path at each step <==
stage / startpoint / endpoint / slack [ns] / cells after the start
5_1_grt: data_in[47] / data_out[0] / 3.83 / 4
4_1_cts: data_in[47] / data_out[0] / 3.77 / 4
6_report: data_in[47] / data_out[0] / 3.76 / 4
==> placed cells by master (no fill, tap or decap), types with 3 or more instances in the layout <==
cell type / netlist / final
nor2_1: 18 / 18
nor3_1: 4 / 4
o21ai_0: 3 / 3
or4_1: 4 / 4
nor4_2: 3 / 3
nor4_1: 7 / 7
o21bai_1: 3 / 3
a21oi_1: 11 / 11
clkdlybuf4s50_1: 0 / 54
a31oi_1: 3 / 3
inv_1: 10 / 10
==> routing by layer <==
| metal | share of wire (%) | vias to the layer above | global-route usage, % |
|---|---|---|---|
| li1 | - | 464 | - |
| met1 | 42 | 375 | 9.10 |
| met4 | 0 | 0 | 0 |
| met5 | 0 | - | 0 |
| met2 | 51 | 20 | 14.0 |
| met3 | 6.3 | 0 | 1.82 |
No activity file was given, so power comes from the tool's default toggle rates.
